--- flow/run.sh ---
#!/bin/bash
# OpenROAD 26Q1-2900-gdf79404cd8, Yosys 0.63+post, stock flow scripts
make -C /OpenROAD-flow-scripts/flow DESIGN_CONFIG=/design/flow/config.mk WORK_HOME=/design/flow/orfs finish
--- flow/config.mk ---
export PLATFORM = sky130hd
export DESIGN_NAME = PROCESSOR
export DESIGN_NICKNAME = PROCESSOR
export VERILOG_FILES = /design/flow/design.v
export SDC_FILE = /design/flow/constraint.sdc
export NUM_CORES = 4
export LEC_CHECK = 1
export CORE_UTILIZATION = 50
--- flow/constraint.sdc ---
current_design PROCESSOR

set clk_period 30.6
set clk_io_pct 0.2

create_clock -name clk0 -period $clk_period [get_ports {clock}]

set non_clock_inputs [all_inputs -no_clocks]
set_input_delay [expr $clk_period * $clk_io_pct] -clock clk0 $non_clock_inputs
set_output_delay [expr $clk_period * $clk_io_pct] -clock clk0 [all_outputs]
--- flow/design.v ---
module CONTROL(
    input [6:0] funct7,
    input [2:0] funct3,
    input [6:0] opcode,
    output reg [3:0] alu_control,
    output reg regwrite_control
);
    always @(funct3 or funct7 or opcode)
    begin
        if (opcode == 7'b0110011) begin  
            regwrite_control = 1;
            case (funct3)
                0: begin
                    if(funct7 == 0)
                    alu_control = 4'b0010;  
                    else if(funct7 == 32)
                    alu_control = 4'b0100;  
                end
                6: alu_control = 4'b0001;  
                7: alu_control = 4'b0000;  
                1: alu_control = 4'b0011;  
                5: alu_control = 4'b0101;  
				2: alu_control = 4'b0110;  
				4: alu_control = 4'b0111;  
            endcase
      end
    end
endmodule
module REG_FILE(
    input [4:0] read_reg_num1,
    input [4:0] read_reg_num2,
    input [4:0] write_reg,
    input [31:0] write_data,
    output [31:0] read_data1,
    output [31:0] read_data2,
    input regwrite,
    input clock,
    input reset
);
    reg [31:0] reg_memory [31:0];  
    assign read_data1 = reg_memory[read_reg_num1];
    assign read_data2 = reg_memory[read_reg_num2];
    always @(posedge clock or posedge reset) begin
        if (reset) begin
            reg_memory[0] <= 32'h0;
            reg_memory[1] <= 32'h1;
            reg_memory[2] <= 32'h2;
            reg_memory[3] <= 32'h3;
            reg_memory[4] <= 32'h4;
            reg_memory[5] <= 32'h5;
            reg_memory[6] <= 32'h6;
            reg_memory[7] <= 32'h7;
            reg_memory[8] <= 32'h8;
            reg_memory[9] <= 32'h9;
            reg_memory[10] <= 32'h10;
            reg_memory[11] <= 32'h11;
            reg_memory[12] <= 32'h12;
            reg_memory[13] <= 32'h13;
            reg_memory[14] <= 32'h14;
            reg_memory[15] <= 32'h15;
            reg_memory[16] <= 32'h16;
            reg_memory[17] <= 32'h17;
            reg_memory[18] <= 32'h18;
            reg_memory[19] <= 32'h19;
            reg_memory[20] <= 32'h20;
            reg_memory[21] <= 32'h21;
            reg_memory[22] <= 32'h22;
            reg_memory[23] <= 32'h23;
            reg_memory[24] <= 32'h24;
            reg_memory[25] <= 32'h25;
            reg_memory[26] <= 32'h26;
            reg_memory[27] <= 32'h27;
            reg_memory[28] <= 32'h28;
            reg_memory[29] <= 32'h29;
            reg_memory[30] <= 32'h30;
            reg_memory[31] <= 32'h31;
        end else if (regwrite) begin
            reg_memory[write_reg] <= write_data;
        end
    end
endmodule
module ALU (
    input [31:0] in1,in2, 
    input[3:0] alu_control,
    output reg [31:0] alu_result,
    output reg zero_flag
);
    always @(*)
    begin
        case(alu_control)
        4'b0000: alu_result = in1&in2;
        4'b0001: alu_result = in1|in2;
        4'b1111: alu_result = in1+in2;
        4'b0100: alu_result = in1-in2;
        4'b1000: begin 
            if(in1<in2)
            alu_result = 1;
            else
            alu_result = 0;
        end
        4'b0011: alu_result = in1<<in2;
        4'b0101: alu_result = in1>>in2;
        4'b0110: alu_result = in1*in2;
        4'b0111: alu_result = in1^in2;
        endcase 
        if (alu_result == 0)
            zero_flag = 1'b1;
        else
            zero_flag = 1'b0;
    end
endmodule
module DATAPATH(
    input [4:0]read_reg_num1,
    input [4:0]read_reg_num2,
    input [4:0]write_reg,
    input [3:0]alu_control,
    input regwrite,
    input clock,
    input reset,
    output zero_flag
);
    wire [31:0]read_data1;
    wire [31:0]read_data2;
    wire [31:0]write_data;
    REG_FILE reg_file_module(
    read_reg_num1,
    read_reg_num2,
    write_reg,
    write_data,
    read_data1,
    read_data2,
    regwrite,
    clock,
    reset
    );
    ALU alu_module(read_data1, read_data2, alu_control, write_data, zero_flag);
endmodule
module INST_MEM(
    input [31:0] PC,
    input reset,
    output [31:0] Instruction_Code
);
    reg [7:0] Memory [31:0];  
    assign Instruction_Code = {Memory[PC+3],Memory[PC+2],Memory[PC+1],Memory[PC]};
    always @(reset)
    begin
        if(reset == 1)
        begin
            Memory[3] = 8'h00;
            Memory[2] = 8'h94;
            Memory[1] = 8'h03;
            Memory[0] = 8'h33;
            Memory[7] = 8'h41;
            Memory[6] = 8'h39;
            Memory[5] = 8'h03;
            Memory[4] = 8'hb3;
            Memory[11] = 8'h03;
            Memory[10] = 8'h5a;
            Memory[9] = 8'h02;
            Memory[8] = 8'hb3;
            Memory[15] = 8'h01;
            Memory[14] = 8'h7b;
            Memory[13] = 8'h4e;
            Memory[12] = 8'h33;
            Memory[19] = 8'h01;
            Memory[18] = 8'h9c;
            Memory[17] = 8'h1e;
            Memory[16] = 8'hb3;
            Memory[23] = 8'h01;
            Memory[22] = 8'hbd;
            Memory[21] = 8'h5f;
            Memory[20] = 8'h33;
            Memory[27] = 8'h00;
            Memory[26] = 8'hd6;
            Memory[25] = 8'h7f;
            Memory[24] = 8'hb3;
            Memory[31] = 8'h00;
            Memory[30] = 8'hf7;
            Memory[29] = 8'h68;
            Memory[28] = 8'hb3;
        end
    end
endmodule
module IFU(
    input clock,reset,
    output [31:0] Instruction_Code
);
reg [31:0] PC = 32'b0;   
    INST_MEM instr_mem(PC,reset,Instruction_Code);
    always @(posedge clock, posedge reset)
    begin
        if(reset == 1)   
        PC <= 0;
        else
        PC <= PC+4;    
    end
endmodule
module PROCESSOR( 
    input clock, 
    input reset,
    output zero
);
    wire [31:0] instruction_code;
    wire [3:0] alu_control;
    wire regwrite;
    IFU IFU_module(clock, reset, instruction_code);
    CONTROL control_module(instruction_code[31:25], instruction_code[14:12],instruction_code[6:0], alu_control, regwrite);
    DATAPATH datapath_module(instruction_code[19:15], instruction_code[24:20], instruction_code[11:7], alu_control, regwrite, clock, reset, zero);
endmodule
==> results.sh <==
# yosys + openroad results
export IMPL_worst_skew_pair_late_latency_ps=640
export IMPL_hold_viol=0
export IMPL_worstPathArrival_ps=14750
export IMPL_netlist_area_leader_share_pct=31.76
export IMPL_finalCriticalPeriod_ps=20870
export IMPL_synth_area_yosys_mm2=0.05161
export IMPL_postCtsResizedCells=0
export IMPL_synthesis_instances=5279
export IMPL_ys_warnings_count=7
export IMPL_rsz0062_at_grt="no"
export IMPL_gp_congestion=1.086
export IMPL_cts_root_to_sink_buffers=3
export IMPL_crit_top_cell="sky130_fd_sc_hd__fa_1"
export IMPL_max_freq_mhz=47.92
export IMPL_powerDensity_mw_per_mm2=32.33
export IMPL_crit_slowest_cell="sky130_fd_sc_hd__clkinv_1"
export IMPL_number_of_global_route_vias_before_repair=38330
export IMPL_fin_cells=6202
export IMPL_buffer_ports_inserted=2
export IMPL_design_die_area_mm2=0.1045
export IMPL_drv_cap=0
export IMPL_crit_path_max_incr_delay_ps=830
export IMPL_post_synth_cell_area_avg_um2=9.777
export IMPL_mostFrequentLayoutCells="sky130_fd_sc_hd__dfrtp_1, sky130_fd_sc_hd__inv_1, sky130_fd_sc_hd__nor2_1"
export IMPL_floorplanUtilization_pct=50.59
export IMPL_place_hpwl_um=137000
export IMPL_cp_start_kind="flip-flop"
export IMPL_chipWidth_um=323.3
export IMPL_warnings=95
export IMPL_timing_critical_path_fanout_max=33
export IMPL_fin_skew_ps=25.35
export IMPL_finalInstanceArea_mm2=0.05382
export IMPL_grt_antenna_before_repair=12
export IMPL_ff_type="sky130_fd_sc_hd__dfrtp_1"
export IMPL_worstMarginPinSlew_ps=1275
export IMPL_via_per_inst=6.105
export IMPL_global_route_usage_total_pct=39.45
export IMPL_post_cts_repair_setup_buffers=0
export IMPL_timing_setup_critical_path_class="reg2out"
export IMPL_areaGrowthSynthToFinish_pct=4.274
export IMPL_clockRootBuffer="sky130_fd_sc_hd__clkbuf_16"
export IMPL_r2r_end="datapath_module.reg_file_module.reg_memory[9][2]"
export IMPL_setup_worst_path_end_class="output port"
export IMPL_drt_wirelength_per_cell_um=30.40
export IMPL_final_period_utilization_pct=68.20
export IMPL_first_pass_grt_wire_length_um=276000
export IMPL_asyncSetResetFlopFracSynth_pct=95.28
export IMPL_initial_drc_count=3267
export IMPL_untimed_endpoints=35
export IMPL_routed_wl_um=188500
export IMPL_vdd_drop_max_mv=0.04393
export IMPL_p_leak_uw=0.02600
export IMPL_largest_net_degree_at_the_start_of_global_routing=139
export IMPL_start_point_of_the_critical_path="IFU_module.PC[2]"
export IMPL_hold_buffers=0
export IMPL_finalHoldWorstSlack_ps=363.7
export IMPL_final_setup_violation_count=0
export IMPL_yosys_stat_cells=5279
export IMPL_die_height_um=323.3
export IMPL_layout_top_cell="sky130_fd_sc_hd__dfrtp_1"
export IMPL_netlist_top_cells_area="sky130_fd_sc_hd__dfrtp_1, sky130_fd_sc_hd__fa_1, sky130_fd_sc_hd__mux2_2"
export IMPL_relSlewSlack_pct=12.82
export IMPL_globalRoute_totalOverflow=0
export IMPL_synth_flop_count=742
export IMPL_reg2reg_from="IFU_module.PC[2]"
export IMPL_placed_area_mm2=0.05180
export IMPL_tritoncts_num_buffers=59
export IMPL_critPathRequiredTime_ps=24480
export IMPL_unclocked_pins=35
export IMPL_drc_errors=0
export IMPL_drt_pass_1_iters=6
export IMPL_synth_area_leader_cell="sky130_fd_sc_hd__dfrtp_1"
export IMPL_std_cell_rows=117
export IMPL_place_inst=6088
export IMPL_maximum_level_of_the_cts_h_tree=2
export IMPL_io_pin_count=3
export IMPL_hold_class="reg2reg"
export IMPL_yosysUniqueCellTypes=101
export IMPL_clk_pin_slew_worst_paths_ps=70
export IMPL_ant_nets=0
export IMPL_r2r_cells=8
export IMPL_status="complete, no violations"
export IMPL_maxSlewViolCount=0
export IMPL_vias=37870
export IMPL_edf_count=0
export IMPL_floorplan_core_area_mm2=0.1020
export IMPL_netlist_area_mm2=0.05161
export IMPL_cts_tree="built"
export IMPL_tns_ps=0
export IMPL_drive_gt1_share_pct=14.53
export IMPL_reg2reg_setup_slack_ps=26770
export IMPL_critical_path_end="zero"
## layout make-up
cell class | instances | area (um^2)
fill | 9068 | 48210
multi-input combinational | 3230 | 28290
sequential | 742 | 18290
inverter | 567 | 2136
clock buffer | 93 | 1794
tap | 1368 | 1712
timing repair buffer | 181 | 1376
clock inverter | 17 | 216.5
antenna | 4 | 10.01
## cells by family (layout without fill, tap and decap cells)
logic type                 after synthesis  after routing  synth area share (%)
xor gates and xnor gates               108            108                 1.833
adders and majority gates              633            633                 21.29
DFF                                    707            707                 34.40
latches                                 35             35                 1.018
other                                    0              4                     0
buffers and inverters                 1307            858                 9.951
AOI/OAI and AO/OA                      857            857                 12.21
and+or+nand+nor                       1237           1237                 10.87
muxes                                  395            395                 8.426
## through the flow
stage          util, %  worst slack [ps]  total power (uW)
4_1_cts          52.74              9976              1749
6_report         52.75              9732              1740
5_1_grt          52.74              9192              1788
2_1_floorplan        -              4737             966.4
3_5_place_dp     50.77             10700             972.5
3_3_place_gp     50.77             10840             972.5
## worst min path at each step
stage,depth (start not counted),from,end
finish,0,flip-flop,flip-flop
global route,0,flip-flop,flip-flop
CTS,0,flip-flop,flip-flop
## per-layer routing
layer | global-route usage, % | vias up | part of all wire, %
li1 | - | 16380 | -
met3 | 20.50 | 326 | 14
met4 | 9.837 | 10 | 3.2
met5 | 0.5556 | - | 0.056
met2 | 51.10 | 1968 | 41
met1 | 60.87 | 19190 | 42
## synth_stat cells (26+ instances only)
master and number:
sky130_fd_sc_hd__inv_1 543, sky130_fd_sc_hd__a211oi_1 26, sky130_fd_sc_hd__dlxtn_1 35, sky130_fd_sc_hd__xnor2_1 84, sky130_fd_sc_hd__o21ai_0 124, sky130_fd_sc_hd__fa_1 409
sky130_fd_sc_hd__a22o_1 39, sky130_fd_sc_hd__a221oi_1 40, sky130_fd_sc_hd__a21o_1 29, sky130_fd_sc_hd__o211ai_1 48, sky130_fd_sc_hd__clkbuf_1 610, sky130_fd_sc_hd__a22oi_1 122
sky130_fd_sc_hd__nor2_1 434, sky130_fd_sc_hd__dfstp_2 52, sky130_fd_sc_hd__mux2i_1 92, sky130_fd_sc_hd__a21oi_1 108, sky130_fd_sc_hd__o22ai_1 27, sky130_fd_sc_hd__and3_1 87
sky130_fd_sc_hd__buf_2 40, sky130_fd_sc_hd__nand3_1 76, sky130_fd_sc_hd__a31oi_1 32, sky130_fd_sc_hd__nor3_1 54, sky130_fd_sc_hd__nand2_1 423, sky130_fd_sc_hd__ha_1 224
sky130_fd_sc_hd__mux2_2 300, sky130_fd_sc_hd__a2111oi_0 30, sky130_fd_sc_hd__buf_1 59, sky130_fd_sc_hd__dfrtp_1 655
## sequential cells by signal (all words and copies together), names as in the netlist
name,flops
control_module.alu_control,3
IFU_module.PC,3
datapath_module.alu_module.alu_result,32
datapath_module.reg_file_module.reg_memory,704
## where the power goes
part | switching, uW | internal [uW] | total [uW] | leakage, uW
registers | 0 | 935 | 935 | 0.00996
logic | 17.9 | 1.14 | 19.1 | 0.0150
clock network | 350 | 437 | 786 | 0.000993
## critical path: cells and delay by family, from the launching register on
kind                       cells  cell delay, ps
adders and majority gates     11            4880
and+or+nand+nor               11            3260
AOI/OAI and AO/OA              8            2710
buffers and inverters          9            2710
DFF                            1             450
No activity file was given, so power comes from the tool's default toggle rates.
